**design/flow/config.mk**
```make
export PLATFORM = sky130hd
export DESIGN_NAME = Display_Top
export DESIGN_NICKNAME = Display_Top
export VERILOG_FILES = /design/flow/design.v
export SDC_FILE = /design/flow/constraint.sdc
export NUM_CORES = 4
export LEC_CHECK = 1
export CORE_UTILIZATION = 50
```
**design/flow/constraint.sdc**
```tcl
current_design Display_Top

set clk_period 1.8
set clk_io_pct 0.2

create_clock -name clk0 -period $clk_period [get_ports {mclk}]

set non_clock_inputs [all_inputs -no_clocks]
set_input_delay [expr $clk_period * $clk_io_pct] -clock clk0 $non_clock_inputs
set_output_delay [expr $clk_period * $clk_io_pct] -clock clk0 [all_outputs]
```
**design/flow/design.v**
```verilog
`timescale 1ns / 1ps
module Display_Top(
input mclk,
output wire [6:0] seg,
output wire [3:0] an);
 reg [15:0] stat_bcd = 16'b0;
 wire en;
 wire [11:0] bin_d_in;
 wire [15:0] bcd_d_out;
 wire rdy;
 wire clock_out;
 example_count uut1(clock_out,en,bin_d_in);
 bin2BCD uut2(clock_out, en,bin_d_in,bcd_d_out,rdy);
 multi_seg_drive uut3(clock_out,stat_bcd,an, seg);
 clk_divider uut4(mclk,clock_out);
 always @(posedge mclk)
    begin
    if(rdy)
       begin
       stat_bcd<=bcd_d_out;
       end
     end
endmodule
`timescale 1ns / 1ps
`timescale 1ns / 1ps
module bin2BCD(
    input           clk,
    input           en,
    input   [11:0]  bin_d_in,
    output  [15:0]  bcd_d_out,
   output          rdy
    );
    parameter IDLE      = 3'b000;
    parameter SETUP     = 3'b001;
    parameter ADD       = 3'b010;
    parameter SHIFT     = 3'b011;
    parameter DONE      = 3'b100;
    reg [27:0]  bcd_data    = 0;
    reg [2:0]   state       = 0;
    reg         busy        = 0;
    reg [3:0]   sh_counter  = 0;
    reg [1:0]   add_counter = 0;
    reg         result_rdy  = 0;
    always @(posedge clk)
        begin
        if(en)
            begin
                if(~busy)
                    begin
                    bcd_data    <= {16'b0, bin_d_in};
                    state       <= SETUP;
                    end
            end
        case(state)
            IDLE:
                begin
                    result_rdy  <= 0;
                    busy        <= 0;
                end
            SETUP:
                begin
                busy        <= 1;
                state       <= ADD;
                end
            ADD:
                begin
                case(add_counter)
                    0:
                        begin
                        if(bcd_data[15:12] > 4)
                            begin
                                bcd_data[27:12] <= bcd_data[27:12] + 3;
                            end
                            add_counter <= add_counter + 1;
                        end
                    1:
                        begin
                        if(bcd_data[19:16] > 4)
                            begin
                                bcd_data[27:16] <= bcd_data[27:16] + 3;
                            end
                            add_counter <= add_counter + 1;
                        end
                    2:
                        begin
                        if((add_counter == 2) && (bcd_data[23:20] > 4))
                            begin
                                bcd_data[27:20] <= bcd_data[27:20] + 3;
                            end
                            add_counter <= add_counter + 1;
                        end
                    3:
                        begin
                        if((add_counter == 3) && (bcd_data[27:24] > 4))
                            begin
                                bcd_data[27:24] <= bcd_data[27:24] + 3;
                            end
                            add_counter <= 0;
                            state   <= SHIFT;
                        end
                    endcase
                end
            SHIFT:
                begin
                sh_counter  <= sh_counter + 1;
                bcd_data    <= bcd_data << 1;
                if(sh_counter == 11)
                    begin
                    sh_counter  <= 0;
                    state       <= DONE;
                    end
                else
                    begin
                    state   <= ADD;
                    end
                end
            DONE:
                begin
                result_rdy  <= 1;
                state       <= IDLE;
                end
            default:
                begin
                state <= IDLE;
                end
            endcase
        end
    assign bcd_d_out    = bcd_data[27:12];
   assign rdy          = result_rdy;
endmodule
`timescale 1ns / 1ps
module clk_divider(clock_in,clock_out
    );
input clock_in;  
output reg clock_out;  
reg[27:0] counter=28'd0;
parameter DIVISOR = 28'd16;
always @(posedge clock_in)
begin
 counter <= counter + 28'd1;
 if(counter>=(DIVISOR-1))
  counter <= 28'd0;
 clock_out <= (counter<DIVISOR/2)?1'b1:1'b0;
end
endmodule
`timescale 1ns / 1ps
module example_count(
input clk,
output done,
output [11:0] bin_cnt);
parameter c_reg_size = 34;
reg [c_reg_size -1:0] count = 0;
reg fin = 0;
reg old_b = 0;
 always @(posedge clk)
    begin
    count <= count+1;
        if((old_b && !count[c_reg_size-12]) || (!old_b && count[c_reg_size-12]))
            begin
            fin <=1;
            end
        else
            begin
            fin <=0;
            end
         old_b <=count[c_reg_size-12];
         end
assign bin_cnt =  count[c_reg_size-1: c_reg_size-12];
assign done = fin;   
endmodule
`timescale 1ns / 1ps
module multi_seg_drive(
input clk,
 input [15:0] bcd_in,
 output [3:0] sseg_a_o,
 output [6:0] sseg_c_o);
parameter g_s = 5;
parameter gt = 4;
wire [6:0] sseg_o;
reg [3:0] anode =4'b0001;
reg [3:0] bcd_seg =4'b0000;
reg [g_s-1:0] g_count =0;
ss_decode ss_dec(clk, bcd_seg,sseg_o);
    always @(posedge clk)
    begin
    g_count =g_count+1;
        if(g_count == 0)
            begin
            if(anode == 4'b0001)
                begin
                anode = 4'b1000;
                end   
            else 
                begin
                anode = anode >>1;
                end
             end
         if(&g_count[g_s-1:gt])
            begin
            case (anode)  
            4'b1000 : bcd_seg = bcd_in[15:12];
            4'b0100 : bcd_seg = bcd_in[11:8];
            4'b0010 : bcd_seg = bcd_in[7:4];
            4'b0001 : bcd_seg = bcd_in[3:0];
            default : bcd_seg = 4'b1111; 
            endcase
         end 
         else 
            begin
            bcd_seg = 4'b1111; 
            end 
          end
assign  sseg_a_o = ~anode;   
assign  sseg_c_o =  sseg_o;    
endmodule
`timescale 1ns / 1ps
module ss_decode(clk, bcd,seg);
 input clk;
 input [3:0] bcd;
 output reg[6:0] seg;
    always @(posedge clk)
    begin
        case (bcd)  
            0 : seg = 7'b0000001;
            1 : seg = 7'b1001111;
            2 : seg = 7'b0010010;
            3 : seg = 7'b0000110;
            4 : seg = 7'b1001100;
            5 : seg = 7'b0100100;
            6 : seg = 7'b0100000;
            7 : seg = 7'b0001111;
            8 : seg = 7'b0000000;
            9 : seg = 7'b0000100;
            default : seg = 7'b1111111; 
        endcase
        end 
endmodule
```
**design/flow/run.sh**
```bash
#!/bin/bash
# OpenROAD 26Q1-2900-gdf79404cd8, Yosys 0.63+post, stock flow scripts
make -C /OpenROAD-flow-scripts/flow DESIGN_CONFIG=/design/flow/config.mk WORK_HOME=/design/flow/orfs finish
```
==> COMMIT_EDITMSG <==
Add synthesis and place-and-route results

- Status: finished, final reports clean
- For this run the aggregate overflow at the end of global routing stands at 0.
- Compared with the post-synthesis result, the final layout area differs by 7.064%.
- Leading area contributor after synthesis: sky130_fd_sc_hd__dfxtp_1
- The endpoint identified for the worst register-to-register timing path is uut4.counter[3].
* Multiplexer fraction of the synthesized cell area: 0.9495%
* Share of the yosys chip area belonging to registers: 47.85%
- According to the dpl log, the detail-placed design has an HPWL of 9.422 mm.
* Adder and majority gate portion of the synthesized area: 4.368%
- Worst path arrival time: 1650 ps
- Worst relative slew slack: 44.97%
* CORE AREA: 12720 um^2
- The number of clock buffers added by TritonCTS is 5.
* Endpoints left unconstrained: 157
- Max Fanout on Critical Path: 3
* Data required time of the worst path: 2010 ps
* Time the worst path needs with I/O delays and setup: 1444 ps
- In this run, the synthesized area fraction spent on and/or/nand/nor cells is recorded as 20.32%.
- WP depth: 5
* Largest net degree at the start of global routing: 55
- Per the post-CTS timing run, clock transition at the registers of the reported paths is 60 ps.
- Fmax: 692.3 MHz
- Critical-path cell list: nor4_1 -> and4_1 -> nand3_1 -> a31o_2 -> nor2_1
- I/O pins: 12
- Sorting the synthesized cells by area gives the leading types as sky130_fd_sc_hd__dfxtp_1 (32%), sky130_fd_sc_hd__edfxtp_1 (16%), sky130_fd_sc_hd__xnor2_1 (5.3%).
* Chip area line of the yosys report: 6589 um^2
- Hold timing on the final database bottoms out at a slack of 452.8 ps.
- The final timing report lists a hold violation count of 0.
- The largest single stage delay on the critical path is 320 ps.
- GRT Util Overall: 21.51%
- CTS reports a maximum clock tree buffer depth of 2.
- The Yosys step of the flow raised 6 warnings.
- Hold-fix buffer count after cts: 0
* Final number of setup-violating endpoints: 0
- Starting Density: 51.79%
* Post-Route Setup TNS: 0 ps
- From bottom edge to top edge, the die measures 116.8 um.
- CTS tree: yes
- The path class of the tightest hold or removal check is reg2reg.
* Num rows: 41
- Master of the slowest instance on the critical path: sky130_fd_sc_hd__nor4_1
* EDFF count, synth: 35
- In this run the power spent charging and discharging nets is 0.0003733 W.
- Number of detailed-routing iterations run before antenna repair: 5
- Routed vias/inst: 5.582
- Portion of total power attributed to combinational logic: 0.4%
- The H-tree was split into 2 levels.
- Worst Setup Path Type: reg2reg
* Initial antenna violation count: 0
- Switching portion of total power: 18.15%
- Count of unclocked register or latch pins: 95
- The power report lists cell-internal power as 0.001684 W.
- DRC violation count after routing: 0
- The count of cells in the finished layout, fillers not included, comes to 900.
- Post-synthesis cell count from yosys: 718
* Maximum Capacitance Violations: 0
- Buffers inserted during post-CTS setup optimization: 0
- The wire length recorded after detailed routing is 13.46 mm.
- Worst Path Buf+Inv: 0
* Total die size: 13640 um^2
- The timing report gives the worst reg2reg path a setup slack of 360 ps.
- After layout, the design draws a total of 0.002057 W.
- Reg-to-reg critical path startpoint: uut4.counter[14]
- Kind of capture point of the worst setup path: flop
* Worst setup path start: uut4.counter[14]
- Setup repair after global routing missed its margin: false
* Netlist cell types: 58
- The violation tally recorded at the end of detailed-routing iteration 0 is 338.
- Dominant comb cell: simple AND/OR/NAND/NOR gates
- The pin closest to its max-slew limit shows a slew of 824.5 ps.
- Top-area cell share: 31.90%
* Clock latency on the worst-skew pair: 280 ps
- STA shows the worst reg2reg path with a cell count of 5.
* Avg Cell Area, Syn: 9.177 um^2
* Post-DRT Antenna Nets: 0
- Post_cts resized: 0
- Syn Std Cell Area: 6589 um^2
- STA classifies the critical path startpoint as a flop.
- Looking at the power breakdown, sequential logic takes 52.6% of the total.
- Antenna repair during routing inserted a diode count of 0.
* Slew Limit Fails: 0
- First-pass GRT wire length: 22.30 mm
* Die Span X: 116.8 um
* Share of layout cells above drive strength 1: 3.709%
- Per the summary, power density relative to cell area is 291.6 nW/um^2.
- After synthesis, the share of flip-flops with an asynchronous set or reset is 0%.
* Proportion of power drawn by the clock network: 47.0%
- Counting tap cells, the placed design contains a total of 892 instances.
- The routed layout has 5024 vias.
- The synthesized design contains 140 register bits.
- Clock skew on the completed layout was measured at 6.385 ps.
- The count of buffers added on input and output ports is 11.
* Commonest flop: sky130_fd_sc_hd__dfxtp_1
- Pleak: 2.546 nW
- OpenSTA lists the critical path endpoint as uut4.counter[3].
- Max VDD drop: 499.8 uV
* Detail-routed net length per standard cell: 14.95 um
* Via count of the first global-routing pass: 4607
- Of the total synthesized cell area, the portion taken by AND-OR and OR-AND cells is 15.69%.
- The cell family contributing the most delay on the critical path is simple AND/OR/NAND/NOR gates.
* Placer's final routability congestion estimate: 0.8726
- Dividing the final minimum period by the clock period gives 80.24%.
* OpenROAD warning count: 38
- Number of instances in the synthesized netlist: 718
* CTS Root Buffer Type: sky130_fd_sc_hd__clkbuf_16
- Xor-xnor portion of the synthesized cell area: 6.912%
layout make-up:
class                           count  area, um^2
Clock buffer                        6       150.1
Clock inverter                      2       17.52
Fill cell                        1181        5668
Inverter                           29       108.9
Multi-Input combinational cell    536        3268
Sequential cell                   140        3154
Tap cell                          172       215.2
Timing Repair Buffer               15       140.1
cell families (layout without fill, tap and decap cells):
logic type,Yosys count,in the layout
compound gates,161,161
other cells,1,24
xor+xnor,52,52
buf+inv,65,52
fa+ha+maj,23,23
mux,6,6
simple gates,270,270
flops,140,140
per-layer routing:
layer | track usage [%] | part of all wire, %
met3 | 2.098 | 5.3
met2 | 32.98 | 45
met5 | 0 | 0
met4 | 4.388 | 1.8
met1 | 35.03 | 48
how the worst min path moves through the flow:
stage                from               to  slack, ps  cells after the start
4_1_cts   uut4.counter[0]  uut4.counter[0]        460                      1
5_1_grt   uut4.counter[3]   uut4.clock_out        480                      1
6_report  uut4.counter[0]  uut4.counter[0]        450                      1
stage by stage:
stage          setup slack, ps  area [um^2]  util [%]
2_1_floorplan            623.9         6675         -
4_1_cts                  331.8         7054     55.45
5_1_grt                  218.1         7054     55.45
3_3_place_gp             455.3         6887     54.13
6_report                 355.6         7054     55.45
3_5_place_dp             426.4         6887     54.13
flip-flops by register name, summed over array words and instances, names as in the netlist:
name              flops
uut3.g_count          5
uut2.result_rdy       1
uut2.bcd_data        28
uut2.add_counter      2
uut2.busy             1
uut1.fin              1
uut3.ss_dec.seg       7
uut4.clock_out        1
uut1.count           34
uut3.bcd_seg          4
uut1.old_b            1
uut4.counter         28
stat_bcd             16
uut2.state            3
uut2.sh_counter       4
uut3.anode            4
placed cells by master, fill, tap and decap left out, types with 7 or more instances in the layout:
master,Yosys,final
sky130_fd_sc_hd__o21ai_0,37,37
sky130_fd_sc_hd__ha_1,23,23
sky130_fd_sc_hd__a31oi_1,11,11
sky130_fd_sc_hd__clkdlybuf4s50_1,0,11
sky130_fd_sc_hd__edfxtp_1,35,35
sky130_fd_sc_hd__dfxtp_1,105,104
sky130_fd_sc_hd__nor2b_1,10,10
sky130_fd_sc_hd__xor2_1,12,12
sky130_fd_sc_hd__nor4_1,12,12
sky130_fd_sc_hd__nand3_1,45,45
sky130_fd_sc_hd__nand2_1,93,93
sky130_fd_sc_hd__a21oi_1,50,50
sky130_fd_sc_hd__o311ai_0,7,7
sky130_fd_sc_hd__xnor2_1,40,40
sky130_fd_sc_hd__and4_1,9,9
sky130_fd_sc_hd__nand2b_1,10,10
sky130_fd_sc_hd__nor2_1,53,53
sky130_fd_sc_hd__nor3_1,10,10
sky130_fd_sc_hd__inv_1,28,28
sky130_fd_sc_hd__a221oi_1,8,8
sky130_fd_sc_hd__and3_1,8,8
sky130_fd_sc_hd__conb_1,1,24
sky130_fd_sc_hd__o211ai_1,11,11
synth_stat cells, drive strengths merged (7+ instances only):
library cell and n:
dfxtp 105, nand2 93, nor2 53, a21oi 50, nand3 45, xnor2 40, o21ai 37, edfxtp 35
inv 28, clkbuf 27, ha 23, nor4 15, xor2 12, a31oi 11, o211ai 11, nand2b 10
nor2b 10, nor3 10, and4 9, buf 9, a221oi 8, and3 8, nand4 7, o311ai 7
power by group through the flow:
stage | combinational (W) | sequential [W] | clock, W
4_1_cts | 0.00000876 | 0.00108 | 0.000988
5_1_grt | 0.0000115 | 0.00108 | 0.00104
6_report | 0.00000818 | 0.00108 | 0.000968
Power figures rest on the tool's default switching activity, not on a simulated workload.
